<file path="design/flow/design.v">
module Mux16(
	input [7:0] Dado0, 
	input [7:0] Dado1, 
	input [7:0] Dado2,
	input [7:0] Dado3, 
	input [7:0] Dado4, 
	input [7:0] Dado5, 
	input [7:0] Dado6, 
	input [7:0] Dado7, 
	input [7:0] Dado8, 
	input [7:0] Dado9,
	input [3:0] Escolha,
	output [7:0] Saida
);
always_comb
	casex(Escolha)
		4'b 0000: Saida = Dado0;
		4'b 0001: Saida = Dado1;
		4'b 0010: Saida = Dado2;
		4'b 0011: Saida = Dado3;
		4'b 0100: Saida = Dado4;
		4'b 0101: Saida = Dado5;
		4'b 0110: Saida = Dado6;
		4'b 0111: Saida = Dado7;
		4'b 1000: Saida = Dado8;
		4'b 1001: Saida = Dado9;
		default:Saida = 8'b 00000000;
	endcase
endmodule
</file>
<file path="design/flow/run.sh">
#!/bin/bash
# OpenROAD 26Q1-2900-gdf79404cd8, Yosys 0.63+post, stock flow scripts
make -C /OpenROAD-flow-scripts/flow DESIGN_CONFIG=/design/flow/config.mk WORK_HOME=/design/flow/orfs finish
</file>
<file path="design/flow/config.mk">
export PLATFORM = sky130hd
export DESIGN_NAME = Mux16
export DESIGN_NICKNAME = Mux16
export VERILOG_FILES = /design/flow/design.v
export SDC_FILE = /design/flow/constraint.sdc
export NUM_CORES = 4
export LEC_CHECK = 1
export CORE_AREA = 10 10 70 70
export DIE_AREA = 0 0 80 80
</file>
<file path="design/flow/constraint.sdc">
current_design Mux16

set clk_period 3.1
set clk_io_pct 0.2

create_clock -name clk0 -period $clk_period

set non_clock_inputs [all_inputs -no_clocks]
set_input_delay [expr $clk_period * $clk_io_pct] -clock clk0 $non_clock_inputs
set_output_delay [expr $clk_period * $clk_io_pct] -clock clk0 [all_outputs]
</file>
==> Changelog: implementation <==
### Implementation results

* WL/cell at roughly 16 um
* Required @ worst endpoint at about 2500 ps
* Post-synth seq share at 0%
* Cell Type Count at 30
* RSZ-0062 raised after global routing: false
* Layout cells sized above 1 at 17.8%
* Flops at 0
* Tot Pwr at 246 uW
* Tcrit/Tclk final at around 95%
* Die Ht at about 80 um
* Detailed placement HPWL at 3.64 mm
* Largest net degree at the start of global routing at 13
* Initial antenna violation count at 0
* # IOs at 92
* CP cell instances: dlygate4sd2_1 > buf_4 > or3_1 > nor2_1 > a221oi_1 > nand3_1 > clkdlybuf4s50_1
* Post-synth top area cell: mux2i_1
* First-pass GRT wire length at 6.49 mm
* Fin util at 56.3%
* Cell Pwr Density at 128 mW/mm^2
* Worst Path Max Fanout at 11
* Via total after detailed routing at about 1300
* N_diodes at 0
* Post-DRT Antenna Nets at 0
* Fin crit period at between 2000 and 3000 ps
* CP endpoint kind: output pin
* CP arrival at 2330 ps
* Crit path largest cell delay at about 480 ps
* Aggregate global routing overflow at 0
* Die W at 80 um
* FP Core Util at 23.7%
* Max-area cell share at 14.8%
* Slowest CP cell: clkdlybuf4s50_1
* Total GRT Usage at 12.1%
* Largest cells by area after synthesis: mux2i_1, o32ai_1, buf_6, a22oi_1, mux2_2
* Slew Viols, Final at 0
* Cells after synthesis at 105
* Comb gate area at 726 sq um
* Peak supply drop at 52.4 uV
* Setup crit start kind: input pin
* Chip area in the Yosys report at 811 sq um
* Max-cap violations at 0
* Syn Area/Cell at 7.72 sq um
* Clock buf count at 0
* Critical path type: in2out
* Synthesized area at roughly 800 sq um
* Hold Buf Count CTS at 0
* Setup-failing EPs final at 0
* Cell leakage power at 0.778 nW
* Total iterations of the first detailed-routing run at 4
* Vias per cell at ~4.8
* Worst hold path type: in2out
* Core region area at 0.00342 sq mm
* Ys cells at about 110
* Row count at 21
* DRC violations left at 0
* Register area at 0 sq um
* Tool Warnings at 32
* Status: finished clean
* Final WL at 4.12 mm
* Placer Congestion at 0.849
* Number of global-route vias before repair at 1392
* Number of DRC markers in iteration 0 at 42
* Max Fclk at 339 MHz
* Ys Warns at 12
* Area delta synth->final at 137%
* Fill count at 337
* DIE AREA at 0.00640 sq mm
* PortBufs at slightly above 90
* Worst Tran Pin Value at between 300 and 400 ps
* Final hold violations at 0
* Slew margin rel. at a little under 80%
[worst max-delay path, delay by kind of cell]
| family | cells | cell delay, ps |
|---|---|---|
| compound gates | 1 | 60 |
| buf+inv | 3 | 1000 |
| simple gates | 3 | 640 |
[cells in the mapped netlist]
library cell and count:
mux2i_1 12, o32ai_1 9, a22oi_1 7, buf_6 6, nand3_1 6, nor2_1 6, a21oi_1 5, a22o_1 5
a31oi_1 5, buf_2 5, mux2_2 4, nor2b_1 4, a211o_1 3, and3_1 3, nor2b_2 3, nor3b_1 3
or3_1 3, a22oi_2 2, a32oi_1 2, nand2b_1 2, a221oi_1 1, a2bb2oi_1 1, and2_1 1, and3b_1 1
nand3b_1 1, nand4b_1 1, nor3_1 1, nor4_1 1, o22ai_1 1, o32a_1 1
[cell families after synthesis]
family,share of synthesized area [%]
multiplexers,20.4
AND-OR/OR-AND,41.2
AND/OR/NAND/NOR,27.0
buffers and inverters,11.4
[layout make-up]
type	count	area share, %
tap	46	2.99
timing repair buffer	120	59.2
multi-input combinational	94	37.8
[layout by cell type, fill, tap and decap left out, drive strengths merged, types with 2 or more instances in the layout]
cell type and n:
a21oi 5, o32ai 9, a31oi 5, nor2b 7, nor2 6, nand3 6
clkdlybuf4s50 88, mux2i 12, nor3b 3, and3 3, dlygate4sd2 4, nand2b 2
a22oi 9, a22o 5, a32oi 2, or3 3, a211o 3, mux2 4
buf 28
[stage by stage]
step	setup TNS (ps)	instance area, sq um	instances	hold WS, ps	worst slack (ps)
finish	0	1920	260	2270	152
global route	0	1920	260	2360	16.5
global placement	-365	1880	255	2290	-83.8
CTS	0	1920	260	2290	136
floorplan	0	811	105	1320	1010
detailed placement	-452	1880	255	2280	-106
[final timing paths]
path                   start        to  slack (ps)  depth (start not counted)
setup / recovery  Escolha[1]  Saida[1]         150                          7
hold / removal      Dado9[1]  Saida[1]        2270                          4
[metal layers]
layer / vias to the layer above / global-route usage (%) / share of wire [%]
met5: - / 0 / 0
met3: 0 / 3.52 / 8.3
met4: 0 / 0 / 0
met2: 49 / 20.5 / 47
li1: 655 / - / -
met1: 556 / 15.7 / 45
[power by group]
group | total (mW) | internal, mW | switching [mW]
sequential | 0 | 0 | 0
clock | 0 | 0 | 0
combinational | 0.246 | 0.174 | 0.0727
[timing repair]
action,CTS,global route
endpoints found under the setup margin,7,0
gates resized,6,0
buffers inserted,5,0
Power and IR drop assume default switching activity.
