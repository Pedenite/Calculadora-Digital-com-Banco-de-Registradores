===== flow/design.v =====
module ControlaOperacao(
	input logic ready,
	input logic reset,
	input logic [3:0] tecla,
	input logic [7:0] load,
	input logic [7:0] VAanterior, VBanterior, Vresult,
	output logic [7:0] valorA,
	output logic [7:0] valorB,
	output logic Cin,
	output logic we,
	output logic res,
	output logic [3:0] adress,
	output logic err,
	output logic en,
	output logic [7:0] store,
	output logic [3:0] estado
);
	typedef enum logic [3:0] {INICIAL, INICIAL_A, INICIAL_B, INICIAL_SOMA, INICIAL_SUB, RESULT_SOMA, RESULT_SUB, SOMA, SUBTRACAO, STORE_A, STORE_RES_SOMA, STORE_RES_SUB, LOAD_A, LOAD_SOMA, LOAD_SUB, ERRO} statetype;
	statetype state, nextstate;
	always_ff @(posedge ready, posedge reset)
		if (reset) state <= INICIAL;
		else state <= nextstate;
	always @(*)
	  	case (state)
			INICIAL: if (tecla == 10) nextstate = SOMA;
			else if (tecla == 11) nextstate = SUBTRACAO;
			else if (tecla == 12) nextstate = STORE_A;
			else if (tecla == 13) nextstate = LOAD_A;
			else if (tecla == 14) nextstate = INICIAL;
			else if (tecla == 15) nextstate = INICIAL;
			else nextstate = INICIAL_A;
			INICIAL_A: if (tecla == 10) nextstate = SOMA;
			else if (tecla == 11) nextstate = SUBTRACAO;
			else if (tecla == 12) nextstate = STORE_A;
			else if (tecla == 13) nextstate = LOAD_A;
			else if (tecla == 14) nextstate = INICIAL_B;
			else if (tecla == 15) nextstate = INICIAL;
			else nextstate = INICIAL_B;
			INICIAL_B: if (tecla == 10) nextstate = SOMA;
			else if (tecla == 11) nextstate = SUBTRACAO;
			else if (tecla == 12) nextstate = STORE_A;
			else if (tecla == 13) nextstate = LOAD_A;
			else if (tecla == 14) nextstate = INICIAL_SOMA;
			else if (tecla == 15) nextstate = INICIAL;
			else nextstate = INICIAL;
			INICIAL_SOMA: if (tecla == 10) nextstate = SOMA;
			else if (tecla == 11) nextstate = SUBTRACAO;
			else if (tecla == 12) nextstate = STORE_RES_SOMA;
			else if (tecla == 13) nextstate = LOAD_SOMA;
			else if (tecla == 14) nextstate = RESULT_SOMA;
			else if (tecla == 15) nextstate = INICIAL;
			else nextstate = INICIAL_SOMA;
			INICIAL_SUB: if (tecla == 10) nextstate = SOMA;
			else if (tecla == 11) nextstate = SUBTRACAO;
			else if (tecla == 12) nextstate = STORE_RES_SUB;
			else if (tecla == 13) nextstate = LOAD_SUB;
			else if (tecla == 14) nextstate = RESULT_SUB;
			else if (tecla == 15) nextstate = INICIAL;
			else nextstate = INICIAL_SUB;
			RESULT_SOMA: if (tecla == 12) nextstate = STORE_RES_SOMA;
			else nextstate = INICIAL;
			RESULT_SUB: if (tecla == 12) nextstate = STORE_RES_SUB;
			else nextstate = INICIAL;
			SOMA: if (tecla < 10) nextstate = INICIAL_SOMA;
			else if (tecla == 13) nextstate = LOAD_SOMA;
			else if (tecla == 15) nextstate = INICIAL;
			else nextstate = ERRO;
			SUBTRACAO: if (tecla < 10) nextstate = INICIAL_SUB;
			else if (tecla == 13) nextstate = LOAD_SUB;
			else if (tecla == 15) nextstate = INICIAL;
			else nextstate = ERRO;
			STORE_A: if (tecla < 10) nextstate = INICIAL_A;
			else if (tecla == 15) nextstate = INICIAL;
			else nextstate = ERRO;
			STORE_RES_SOMA: if (tecla < 10) nextstate = INICIAL;
			else if (tecla == 15) nextstate = INICIAL;
			else nextstate = ERRO;
			STORE_RES_SUB: if (tecla < 10) nextstate = INICIAL;
			else if (tecla == 15) nextstate = INICIAL;
			else nextstate = ERRO;
			LOAD_A: if (tecla < 10) nextstate = INICIAL_B;
			else if (tecla == 15) nextstate = INICIAL;
			else nextstate = ERRO;
			LOAD_SOMA: if (tecla < 10) nextstate = INICIAL_SOMA;
			else if (tecla == 15) nextstate = INICIAL;
			else nextstate = ERRO;
			LOAD_SUB: if (tecla < 10) nextstate = INICIAL_SUB;
			else if (tecla == 15) nextstate = INICIAL;
			else nextstate = ERRO;
			ERRO: nextstate = INICIAL;
			default: nextstate = INICIAL;
		endcase
	always_comb
				case (state)
				INICIAL:	begin 
								valorA = 0; 
								valorB = 0;
								Cin = 0;
								we = 0;
								res = 0;
								adress = 0;
								err = 0;
								en = 1;
								store = 0;
								estado = 4'b 0000;
							end	
				INICIAL_A:	begin 
								valorA = tecla; 
								valorB = 0;
								Cin = 0;
								we = 0;
								res = 0;
								adress = 0;
								err = 0;
								en = 1;
								store = 0;
								estado = 4'b 0001;
							end	
				INICIAL_B:	begin 
								valorA = VAanterior; 
								valorB = 0;
								Cin = 0;
								we = 0;
								res = 0;
								adress = 0;
								err = 0;
								en = 1;
								store = 0;
								estado = 4'b 0010;
							end	
				INICIAL_SOMA:	begin 
								if(tecla == 14) begin
									valorA = VAanterior; 
									valorB = VBanterior;
									Cin = 0;
									we = 0;
									res = 1;
									adress = 0;
									err = 0;
									en = 1;
									store = 0;
									estado = 4'b 0011;
								end
								else begin
								valorA = VAanterior; 
								valorB = VBanterior;
								Cin = 0;
								we = 0;
								res = 0;
								adress = 0;
								err = 0;
								en = 1;
								store = 0;
								estado = 4'b 0011;
								end
							end	
				INICIAL_SUB:	begin 
								if(tecla == 14) begin
									valorA = VAanterior; 
									valorB = VBanterior;
									Cin = 1;
									we = 0;
									res = 1;
									adress = 0;
									err = 0;
									en = 1;
									store = 0;
									estado = 4'b 0100;
								end
								else begin
								valorA = VAanterior; 
								valorB = VBanterior;
								Cin = 1;
								we = 0;
								res = 0;
								adress = 0;
								err = 0;
								en = 1;
								store = 0;
								estado = 4'b 0100;
								end
							end	
				RESULT_SOMA: begin
									valorA = VAanterior;
									valorB = VBanterior;
									Cin = 0;
									we = 0;
									res = 1;
									adress = 0;
									err = 0;
									en = 1;
									store = 0;
									estado = 4'b 0101;
								end
				RESULT_SUB: begin
									valorA = VAanterior;
									valorB = VBanterior;
									Cin = 1;
									we = 0;
									res = 1;
									adress = 0;
									err = 0;
									en = 1;
									store = 0;
									estado = 4'b 0110;
								end
				 SOMA: begin  
								valorA = VAanterior;
								if(tecla > 9) valorB = 0;
								else valorB = tecla;
								Cin = 0;
								we = 0;
								res = 0;
								adress = 0;
								err = 0;
								en = 1;
								store = 0;
								estado = 4'b 0111;
						end
				 SUBTRACAO:	begin  
									valorA = VAanterior;
									if(tecla > 9) valorB = 0;
									else valorB = tecla;
									Cin = 1;
									we = 0;
									res = 0;
									adress = 0;
									err = 0;
									en = 1;
									store = 0;
									estado = 4'b 1000;
								end	 
				 STORE_A: begin 
								valorA = VAanterior;
								valorB = VBanterior;
								Cin = 0;
								we = 1;
								res = 0;
								adress = tecla;
								err = 0;
								en = 0;
								store = valorA;
								estado = 4'b 1001;
							end	
				STORE_RES_SOMA: begin 
								valorA = VAanterior;
								valorB = VBanterior;
								Cin = 0;
								we = 1;
								res = 1;
								adress = tecla;
								err = 0;
								en = 0;
								store = Vresult;
								estado = 4'b 1010;
							end
				STORE_RES_SUB: begin 
								valorA = VAanterior;
								valorB = VBanterior;
								Cin = 1;
								we = 1;
								res = 1;
								adress = tecla;
								err = 0;
								en = 0;
								store = Vresult;
								estado = 4'b 1011;
							end
				LOAD_A: begin 
								valorA = load; 
								valorB = VBanterior;
								Cin = 0;
								we = 0;
								res = 0;
								adress = tecla;
								err = 0;
								en = 1;
								store = 0;
								estado = 4'b 1100;
						end
				LOAD_SOMA: begin 
								valorA = VAanterior;
								valorB = load;
								Cin = 0;
								we = 0;
								res = 0;
								adress = tecla;
								err = 0;
								en = 1;
								store = 0;
								estado = 4'b 1101;
						end	
				LOAD_SUB: begin 
								valorA = VAanterior;
								valorB = load;
								Cin = 1;
								we = 0;
								res = 0;
								adress = tecla;
								err = 0;
								en = 1;
								store = 0;
								estado = 4'b 1110;
						end	
				ERRO: begin
							valorA = 0;
							valorB = 0;
							Cin = 0;
							we = 0;
							res = 1;
							adress = 0;
							err = 1;
							en = 1;
							store = 0;
							estado = 4'b 1111;
						end
				default: begin
								valorA = 0;
								valorB = 0;
								Cin = 0;
								we = 0;
								res = 0;
								adress = 0;
								err = 0;
								en = 0;
								store = 0;
								estado = 4'b 0000;
							end
			endcase
endmodule

===== flow/run.sh =====
#!/bin/bash
# OpenROAD 26Q1-2900-gdf79404cd8, Yosys 0.63+post, stock flow scripts
make -C /OpenROAD-flow-scripts/flow DESIGN_CONFIG=/design/flow/config.mk WORK_HOME=/design/flow/orfs finish

===== flow/config.mk =====
export PLATFORM = sky130hd
export DESIGN_NAME = ControlaOperacao
export DESIGN_NICKNAME = ControlaOperacao
export VERILOG_FILES = /design/flow/design.v
export SDC_FILE = /design/flow/constraint.sdc
export NUM_CORES = 4
export LEC_CHECK = 1
export CORE_AREA = 10 10 95 95
export DIE_AREA = 0 0 105 105

===== flow/constraint.sdc =====
current_design ControlaOperacao

set clk_period 3.0
set clk_io_pct 0.2

create_clock -name clk0 -period $clk_period [get_ports {ready}]

set non_clock_inputs [all_inputs -no_clocks]
set_input_delay [expr $clk_period * $clk_io_pct] -clock clk0 $non_clock_inputs
set_output_delay [expr $clk_period * $clk_io_pct] -clock clk0 [all_outputs]

==> summary.txt <==
yosys + openroad results -> outcome=finished clean, Max Root-Sink Buffers=2, hpwl dp=4664 um, number of OpenROAD warnings=27, number of port buffers=74, hold buffer count at cts=0, H-tree Lvls=1, Site Rows=30, Max-Cap Viols=0, RSZ-0062 raised after global routing=true, Post-synth top cells=nand2_1, nor2_1, dfrtp_1, clock share of power=0.117, Crit Path Class=register to output pin, Hold Slack=0.5998 ns, Detail Route Antenna Nets=0, worst stage delay on the critical path=0.52 ns, internal power=1.105 mW, Final Max Slew Viols=0, Cell Type Count=35, Cell Count, Final, Fillers Out=347, slew margin rel.=0.5746, Post-Place Setup Slack=0.04711 ns, vias in the first global route=1638, Ys Warns=1, FFs w/ async S/R, synth=1.000, chip area=11030 um^2, CP cell instances=or2_1 -> buf_4 -> nand2b_4 -> nand3b_1 -> buf_4 -> o21ai_0 -> clkdlybuf4s50_1, total gr overflow=0, layout cell share with drive strength beyond 1=0.1992, slowest cell on the critical path=clkdlybuf4s50_1, yosys stat area=1237 um^2, Tcrit/Tclk final=0.9754, VDD IR max=0.0002446 V, Yosys Instances=161, LEAKAGE=1.142 nW, Placed Area=2186 um^2, max frequency=341.7 MHz, Hold Crit Class=register to register, Final GP Congestion=0.9517, final worst slack=0.07382 ns, chip height=105 um, CP endpoint kind=output pin, fill count=716, Biggest register=state, logic area=845.8 um^2, final-report setup violation count=0, Cell Area, Synth=1237 um^2, Post-synth EDFFs=0, first-pass GRT wire length=9425 um, die width=105 um, root buf cell=clkbuf_8, cell area power density=700.1 nW/um^2, max reg flops=16, vias per cell=4.568, wire length per cell after detailed routing=16.96 um, Core ar.=6907 um^2, crit-path most repeated cell=buf_4, TritonCTS Buffers=3, Via Count=1585, floorplan utilization=0.1792, clk latency of the worst-skew pair=0.25 ns, number of antenna violations at the first check in global routing=0, Worst EP required=2.40 ns, Reg area=404.1 um^2, Max-area cell share=0.3033, final WL=5884 um, final instance area=2365 um^2, Tightest Pin Transition=0.6374 ns, total track usage=0.1041, CTS tree=yes, Inst Count DP=339, syn_area_per_cell=7.686 um^2, top-count cell post-synth=nand2_1, clk sink count=16, Dominant Register Cell=dfrtp_1, Remaining DRCs=0, Post-synth seq share=0.3246, Initial DRT Pass Iterations=4, sw frac=0.3326, synthesized instance count=161, Synth flops=16, Total Power=1.656 mW, number of antenna diodes=0, Arr. time, crit path=2.33 ns, I/O Pins=75, switching power=0.5507 mW, Clock transition at path regs=0.07 ns, critical path startpoint category=register, final hold violation count=0, DRT iter0 DRCs=193, CP Max Fanout=10, post-synth top area cell=dfrtp_1, Final min period=2.926 ns, top cells by area=dfrtp_1, nand2_1, a22o_1, Syn-to-layout area delta=91.10%, leading registers by flop count=state: 16 flops, sequential power share=0.169, Logic pwr share=0.714, clock skew=0.004948 ns, largest net degree at the start of global routing=17
## per-stage QoR
| stage | TNS (ns) | utilization |
|---|---|---|
| 2_1_floorplan | 0 | - |
| 3_3_place_gp | 0 | 0.3165 |
| 3_5_place_dp | 0 | 0.3165 |
| 4_1_cts | -0.0009601 | 0.3315 |
| 5_1_grt | -0.07642 | 0.3424 |
| 6_report | 0 | 0.3424 |
## layer usage
layer | track usage | up-vias | wire length, um
met5 | 0 | - | 0
met4 | 0.01176 | 0 | 63
met3 | 0.02795 | 6 | 385
met2 | 0.1686 | 66 | 2718
met1 | 0.1397 | 727 | 2717
li1 | - | 786 | -
## power groups by stage
| stage | registers (mW) | clock network (mW) | logic [mW] |
|---|---|---|---|
| finish | 0.280 | 0.193 | 1.18 |
| global route | 0.284 | 0.210 | 1.31 |
| CTS | 0.274 | 0.198 | 1.19 |
## layout make-up
class	count	share of cell area
Sequential cell	16	0.1709
Tap cell	96	0.05079
Timing Repair Buffer	95	0.3878
Inverter	6	0.009524
Multi-Input combinational cell	130	0.3577
Clock buffer	4	0.02328
## worst paths after layout
| check | cells past startpoint | from | to | slack, ns |
|---|---|---|---|---|
| hold reg to reg | 2 | state[7] | state[2] | 0.60 |
| hold / removal | 2 | state[7] | state[2] | 0.60 |
| max in group asynchronous | 2 | reset | state[15] | 1.81 |
| setup reg to reg | 5 | state[11] | state[0] | 1.43 |
| setup / recovery | 7 | state[11] | valorB[0] | 0.07 |
| min in group asynchronous | 2 | reset | state[2] | 0.73 |
## placed cells by master, fill, tap and decap left out, types with 3 or more instances in the layout
cell type | netlist | final
dlymetal6s2s_1 | 0 | 8
o21ai_2 | 8 | 8
or4_1 | 5 | 3
buf_4 | 0 | 21
dfrtp_1 | 15 | 13
clkbuf_8 | 0 | 4
nor4_1 | 8 | 6
a22o_1 | 8 | 8
clkdlybuf4s50_1 | 0 | 65
inv_1 | 6 | 6
nor3_1 | 10 | 8
or4_4 | 1 | 3
or3_1 | 4 | 3
o31ai_1 | 5 | 4
a221o_1 | 4 | 4
o21ai_0 | 4 | 4
nand3b_1 | 3 | 3
nor2_1 | 18 | 18
a22oi_1 | 4 | 4
nand2_1 | 30 | 30
## kinds of logic after synthesis
group           after synthesis  share of synthesized area
flops                        16                     0.3246
simple gates                 87                     0.3448
compound gates               42                     0.2740
buf+inv                      16                    0.05663
## timing repair
action / in CTS / in global routing
pin swaps: 3 / 0
resized: 8 / 16
endpoints found under the setup margin: 11 / 16
setup buffers: 1 / 2
cloned: 1 / 0
## worst max-delay path: cells and delay by family (launching register included)
kind	cells	cell delay, ns
flops	1	0.37
buf+inv	3	0.88
compound gates	1	0.16
simple gates	3	0.67
Power is estimated from default activity; no workload was simulated.
